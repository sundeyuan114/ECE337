==> run.sh <==
#!/bin/bash
# OpenROAD 26Q1-2900-gdf79404cd8, Yosys 0.63+post, stock flow scripts
make -C /OpenROAD-flow-scripts/flow DESIGN_CONFIG=/design/flow/config.mk WORK_HOME=/design/flow/orfs finish
==> config.mk <==
export PLATFORM = sky130hd
export DESIGN_NAME = ahb_lite_slave
export DESIGN_NICKNAME = ahb_lite_slave
export VERILOG_FILES = /design/flow/design.v
export SDC_FILE = /design/flow/constraint.sdc
export NUM_CORES = 4
export LEC_CHECK = 1
export CORE_UTILIZATION = 40
==> constraint.sdc <==
current_design ahb_lite_slave

set clk_period 3.7
set clk_io_pct 0.2

create_clock -name clk0 -period $clk_period [get_ports {clk}]

set non_clock_inputs [all_inputs -no_clocks]
set_input_delay [expr $clk_period * $clk_io_pct] -clock clk0 $non_clock_inputs
set_output_delay [expr $clk_period * $clk_io_pct] -clock clk0 [all_outputs]
==> design.v <==
module ahb_lite_slave (
    input logic clk,
    input logic n_rst,
    output logic [15:0] sample_data,
    output logic data_ready,
    output logic new_coefficient_set,
    input logic [1:0] coefficient_num,
    output logic [15:0] fir_coefficient,
    input logic modwait,
    input logic [15:0] fir_out,
    input logic err,
    input logic hsel,
    input logic [3:0] haddr,
    input logic hsize,
    input logic [1:0] htrans,
    input logic hwrite,
    input logic [15:0] hwdata,
    output logic [15:0] hrdata,
    output logic hresp,
    input logic coef_clear
);
localparam IDLE = 2'd0;
localparam DELAY_BURST = 2'd1;  
localparam NON_SEQ = 2'd2;
localparam SEQ_BURST = 2'd3;    
logic fb_hsel;  
logic [1:0] fb_htrans;
logic [3:0] fb_haddr;
logic fb_hsize;
logic fb_hwrite;
logic [15:0] next_sample_data;
logic [15:0] f0_reg;
logic [15:0] f1_reg;
logic [15:0] f2_reg;
logic [15:0] f3_reg;
logic [15:0] next_f0;
logic [15:0] next_f1;
logic [15:0] next_f2;
logic [15:0] next_f3;
logic [7:0] new_coef;
logic [7:0] next_new_coef;
logic next_data_ready;
logic [15:0] status_reg;
assign busy = modwait || new_coefficient_set;
always_ff @(posedge clk, negedge n_rst ) begin : combMux_flipflops
    if (n_rst == 0) begin
        fb_hsel <= '0;
        fb_htrans <= '0;
        fb_haddr <= '0;
        fb_hsize <= '0;
        fb_hwrite <= '0;
    end
    else begin
        fb_hsel <= hsel;
        fb_htrans <= htrans;
        fb_haddr <= haddr;
        fb_hsize <= hsize;
        fb_hwrite <= hwrite;
    end
end
always_ff @(posedge clk, negedge n_rst ) begin : memoryMux
    if (n_rst == 0) begin
        sample_data <= '0;
        f0_reg <= '0;
        f1_reg <= '0;
        f2_reg <= '0;
        f3_reg <= '0;
        new_coef <= '0;
        data_ready <= 0;
    end
    else begin
        sample_data <= next_sample_data;
        f0_reg <= next_f0;
        f1_reg <= next_f1;
        f2_reg <= next_f2;
        f3_reg <= next_f3;
        new_coef <= next_new_coef;
        data_ready <= next_data_ready;
    end
end
always_comb begin : writeMux
    next_data_ready = data_ready;        
    next_sample_data = sample_data;      
    next_f0 = f0_reg;                    
    next_f1 = f1_reg;                    
    next_f2 = f2_reg;                    
    next_f3 = f3_reg;                    
    next_new_coef = new_coef;            
    new_coefficient_set = new_coef[0];
    if (fb_hsel && fb_hwrite && fb_htrans == NON_SEQ)begin
        if(fb_hsize == 0) begin 
            case (fb_haddr)
                4'h4: next_sample_data = {sample_data[15:8], hwdata[7:0]};
                4'h5: next_sample_data = {hwdata[7:0], sample_data[7:0]};
                4'h6: next_f0 = {f0_reg[15:8], hwdata[7:0]};
                4'h7: next_f0 = {hwdata[7:0], f0_reg[7:0]};
                4'h8: next_f1 = {f1_reg[15:8], hwdata[7:0]};
                4'h9: next_f1 = {hwdata[7:0], f1_reg[7:0]};
                4'hA: next_f2 = {f2_reg[15:8], hwdata[7:0]};
                4'hB: next_f2 = {hwdata[7:0], f2_reg[7:0]};
                4'hC: next_f3 = {f3_reg[15:8], hwdata[7:0]};
                4'hD: next_f3 = {hwdata[7:0], f3_reg[7:0]};
                4'hE: next_new_coef = hwdata[7:0];
            endcase
        end
        else begin             
            case (fb_haddr)
                4'h4: next_sample_data = hwdata;
                4'h5: next_sample_data = hwdata;
                4'h6: next_f0 = hwdata;
                4'h7: next_f0 = hwdata;
                4'h8: next_f1 = hwdata;
                4'h9: next_f1 = hwdata;
                4'hA: next_f2 = hwdata;
                4'hB: next_f2 = hwdata;
                4'hC: next_f3 = hwdata;
                4'hD: next_f3 = hwdata;
                4'hE: next_new_coef = hwdata[7:0]; 
            endcase
        end
    end
    if (coef_clear) begin
        next_new_coef = '0;
    end
    case (coefficient_num)
        2'h0: fir_coefficient = f0_reg;
        2'h1: fir_coefficient = f1_reg;
        2'h2: fir_coefficient = f2_reg;
        2'h3: fir_coefficient = f3_reg;
    endcase
    if (modwait) begin
        next_data_ready = '0;
    end  
    else if ((fb_haddr[3:1] == 3'b010) && fb_hwrite && fb_hsel && fb_htrans == NON_SEQ) begin
        next_data_ready = 1;
    end
end
always_comb begin : errlogic
    hresp = 0;
    if (haddr == 4'hf) begin
        hresp = 1;
    end
    if (hwrite && (haddr <= 4'h3)) begin
        hresp = 1;
    end
end
always_comb begin
    hrdata = '0;
    if(fb_hsel && ~fb_hwrite && fb_htrans == NON_SEQ) begin
        if (fb_hsize == 0) begin  
            case(fb_haddr)
                4'h0: hrdata = {8'd0, status_reg[7:0]};
                4'h1: hrdata = {8'd0, status_reg[15:8]};
                4'h2: hrdata = {8'd0, fir_out[7:0]};
                4'h3: hrdata = {8'd0, fir_out[15:8]};
                4'h4: hrdata = {8'd0, sample_data[7:0]};
                4'h5: hrdata = {8'd0, sample_data[15:8]};
                4'h6: hrdata = {8'd0, f0_reg[7:0]};
                4'h7: hrdata = {8'd0, f0_reg[15:8]};
                4'h8: hrdata = {8'd0, f1_reg[7:0]};
                4'h9: hrdata = {8'd0, f1_reg[15:8]};
                4'hA: hrdata = {8'd0, f2_reg[7:0]};
                4'hB: hrdata = {8'd0, f2_reg[15:8]};
                4'hC: hrdata = {8'd0, f3_reg[7:0]};
                4'hD: hrdata = {8'd0, f3_reg[15:8]};
                4'hE: hrdata = new_coef[7:0];
                4'hF: hrdata = '0;
                default: hrdata = '0;
            endcase 
        end
        else begin
            case(fb_haddr)
                4'h0: hrdata = status_reg;
                4'h1: hrdata = status_reg;
                4'h2: hrdata = fir_out;
                4'h3: hrdata = fir_out;
                4'h4: hrdata = sample_data;
                4'h5: hrdata = sample_data;
                4'h6: hrdata = f0_reg;
                4'h7: hrdata = f0_reg;
                4'h8: hrdata = f1_reg;
                4'h9: hrdata = f1_reg;
                4'hA: hrdata = f2_reg;
                4'hB: hrdata = f2_reg;
                4'hC: hrdata = f3_reg;
                4'hD: hrdata = f3_reg;
                4'hE: hrdata = {8'd0, new_coef[7:0]};
                4'hF: hrdata = '0;
                default: hrdata = '0;
            endcase
        end
    end
end
assign status_reg = {7'b0, err, 7'b0, busy};
endmodule
==> summary.txt <==
Entry: Yosys synthesis followed by OpenROAD place and route.

Outcome:
- The flow ran to the end, and the final reports show no timing, DRC or antenna violations.

Worst setup path:
- In this run the critical path is formed by buf_4, and2b_1, nand3_1, a31oi_1, nor3_1, a211oi_1, clkdlybuf4s50_1.
- The run gives the cell with the largest stage delay on the worst path as sky130_fd_sc_hd__dfrtp_4.
- Looking at the critical path, the highest net fanout was 18.
- At the worst endpoint, the arrival time is 2.92 ns.
- The run puts the setup slack on the worst flop-to-flop path at ~1.1 ns.
- The run gives the delay of the slowest critical-path stage as between 0.5 and 0.6 ns.
- STA classifies the critical path startpoint as a flop.
- The worst setup path is captured at an output pin.
- The run gives the count of cells along the worst register-to-register path as 6.
- Looking at the setup timing report, the critical path kind is flop to output pin.
- The run puts the required time reported for the critical path endpoint at between 2 and 3 ns.

Global route:
- The run gives the aggregate global-route resource usage as 33.8%.
- The initial antenna violation count was 0.
- The via count of the first global-routing pass is about 6000.
- The run puts the first-pass GRT wire length at 39600 µm.
- Entering global routing, the biggest net connects 37 pins.
- The total overflow left after global routing is 0.

Pwr:
- The net switching power in the latest report is about 0.00099 W.
- Of the total power, registers draw between 40% and 50%.
- The run gives the logic gate share of total power as 24.5%.
- The run puts the total internal power at 0.00210 W.
- The run puts the leakage power of the design at approximately 3.0 nW.
- The run puts the switching share of power at roughly a third.
- The run puts the power per unit of standard cell area at roughly 400 nW/µm².
- The run gives the total power after layout as roughly 0.0031 W.
- The run gives the maximum ir drop on the vdd rail as around 0.00021 V.
- The run puts the part of the power in the clock network at approximately 29%.

Cells and area:
- The run puts the final instance area at 7930 µm².
- The final layout report lists a filler cell count of 1479.
- The run gives the share of layout cells above drive strength 1 as approximately 15%.
- The run gives the post-synthesis to final-layout area growth as 22.5%.

CTS:
- The run puts the hold buffer count at cts at 0.
- The run gives the total clock buffers created by CTS as 9.
- The CTS log lists the clock sinks for this run as slightly below 100.
- The run puts the latest clock arrival within the worst-skew pair at between 0.3 and 0.4 ns.
- The run gives the depth of the CTS H-tree as 3.
- TritonCTS built the clock tree.
- CTS placed an instance of sky130_fd_sc_hd__clkbuf_16 at the clock tree root.
- The run puts the clock-pin slew on the worst setup and hold paths at 0.07 ns.
- The run gives the worst-case clock buffer depth as 2.

Yosys:
- The mapped netlist covers 6480 µm².
- Summed over all instances, the cell type with the most area after synthesis is sky130_fd_sc_hd__dfrtp_1.
- The run gives the sequential area share after synthesis as around 38%.
- A synthesized cell averages 9.19 µm².
- The run puts the number of synthesized register bits at 98.
- In this run the biggest area consumer among cell types represents between 30% and 40% of the synthesized area.
- The run puts the post-synthesis instance total at between 700 and 800.
- The run gives the number of distinct library cells after synthesis as ~71.
- The run gives the count of synthesis-stage warnings from yosys as 2.
- Sorting the synthesized cells by area gives the leading types as sky130_fd_sc_hd__dfrtp_1 (38%), sky130_fd_sc_hd__a21oi_1 (7.4%), sky130_fd_sc_hd__mux4_2 (6.6%).
- Post-synthesis, Yosys gives the total cell area as ~6500 µm².
- Looking at the cell usage after synthesis, the top flip-flop cell is sky130_fd_sc_hd__dfrtp_1.
- The run gives the yosys stat cell total as 705.
- The run puts the number of synthesized flops with an enable pin at 0.
- The run puts the fraction of registers with async set or reset after synthesis at around 100%.

Timing:
- The run gives the max-slew violation count as 0.
- The run gives the final period demand of the worst path as 3.66 ns.
- The run puts the total setup violations reported at the end of the flow at 0.
- The run gives the peak clock frequency supported by timing as about 0.27 GHz.
- Setup repair after global routing left no endpoint under its margin.
- The run puts the worst slew margin relative to its limit at between 20% and 30%.
- OpenROAD reports that the post-layout worst path occupies 98.8% of the period.
- The run gives the post-route setup TNS as 0 ns.
- The run gives the final hold violation count as 0.
- The run puts the slew at the pin with the worst max-slew slack at 1.10 ns.
- Clock skew on the completed layout was measured at roughly 0.0053 ns.

Floorplan:
- The run puts the count of boundary I/O pins at ~99.
- The run puts the share of the core filled by cells before placement at 40.9%.
- The die is about 130 µm tall.
- The run puts the die area at 16700 µm².
- The floorplan step set the die width to approximately 130 µm.
- After floorplanning, the core was divided into around 46 placement rows.
- According to the floorplan report, the placeable core area is 15800 µm².

Route:
- TritonRoute reported its final design rule violation total as 0.
- The run gives the count of routing violations after the opening detailed-route iteration as ~680.
- The run gives the final wirelength as ~26000 µm.
- The run puts the number of optimization iterations in the first detailed-route pass at 5.
- The run gives the overall via count from detail_route as 6475.
- In the final routed layout, each cell accounts on average for roughly 26 µm.
- The run gives the via count normalized by instance count as approximately 6.4.
- The run puts the tally of nets with antenna violations remaining after routing at 0.
- The run gives the final antenna diode count as 0.

Place:
- Detailed placement finished with a half-perimeter wire length of between 15000 and 20000 µm.
- The run gives the total cell area at the placement stage as 7640 µm².
- The placement summary gives the final routability congestion estimate as 1.02.
- The run puts the number of port buffers at approximately 98.

Worst hold path:
- The run gives the class of the tightest hold or removal check as primary input to async pin.

Flow run:
- The run gives the max-cap check violation count as 0.
- The run gives the number of warning messages in the logs as 25.
==> through the flow <==
| stage | util (%) | cells | worst slack [ns] | hold slack, ns |
|---|---|---|---|---|
| floorplan | - | 705 | 1.20 | 0.431 |
| global placement | 48.3 | 994 | 0.351 | 0.485 |
| detailed placement | 48.3 | 994 | 0.346 | 0.492 |
| CTS | 50.1 | 1012 | 0.0278 | 0.310 |
| global route | 50.1 | 1012 | 0.00745 | 0.321 |
| finish | 50.1 | 1012 | 0.0431 | 0.296 |
==> cell usage after synthesis, types with 3 or more instances <==
master	instances
sky130_fd_sc_hd__mux2_2	13
sky130_fd_sc_hd__mux2_1	8
sky130_fd_sc_hd__dfrtp_1	98
sky130_fd_sc_hd__a221oi_1	21
sky130_fd_sc_hd__nor3b_1	4
sky130_fd_sc_hd__a31oi_1	13
sky130_fd_sc_hd__nand4_1	3
sky130_fd_sc_hd__mux2i_1	9
sky130_fd_sc_hd__o31a_1	3
sky130_fd_sc_hd__a21oi_1	96
sky130_fd_sc_hd__o21ai_0	26
sky130_fd_sc_hd__a22oi_1	15
sky130_fd_sc_hd__nor2_2	5
sky130_fd_sc_hd__nor3_4	3
sky130_fd_sc_hd__and2b_1	3
sky130_fd_sc_hd__buf_4	10
sky130_fd_sc_hd__inv_1	13
sky130_fd_sc_hd__a32oi_1	10
sky130_fd_sc_hd__buf_6	8
sky130_fd_sc_hd__and2_1	11
sky130_fd_sc_hd__nand2_1	73
sky130_fd_sc_hd__a22o_1	14
sky130_fd_sc_hd__clkbuf_1	15
sky130_fd_sc_hd__a211oi_1	6
sky130_fd_sc_hd__a32o_1	6
sky130_fd_sc_hd__nor2_1	59
sky130_fd_sc_hd__mux4_2	19
sky130_fd_sc_hd__o22ai_1	9
sky130_fd_sc_hd__nor3_2	4
sky130_fd_sc_hd__buf_2	21
sky130_fd_sc_hd__nand3_1	43
sky130_fd_sc_hd__nor2b_1	8
sky130_fd_sc_hd__nor3_1	8
==> critical path, delay by kind of cell (launching register included) <==
family / cells / cell delay (ns)
flops: 1 / 0.56
buf+inv: 2 / 0.82
compound gates: 2 / 0.58
simple gates: 3 / 0.59
==> final timing paths <==
path	from	to
setup / recovery	fb_haddr[2]$_DFF_PN0_	hrdata[4]
hold / removal	n_rst	f1_reg[1]$_DFFE_PN0P_
setup reg to reg	fb_haddr[3]$_DFF_PN0_	f3_reg[2]$_DFFE_PN0P_
hold reg to reg	f3_reg[7]$_DFFE_PN0P_	f3_reg[7]$_DFFE_PN0P_
max in group asynchronous	n_rst	f1_reg[15]$_DFFE_PN0P_
min in group clk0	f3_reg[7]$_DFFE_PN0P_	f3_reg[7]$_DFFE_PN0P_
==> routing by layer <==
layer  GRT usage [%]  wire length (µm)  vias up  part of all wire (%)
met1            52.1             11400     3196                    43
met3            8.20              2460       61                   9.3
met2            49.8             11900      396                    45
met5               0                 0        -                     0
met4            7.82               743        0                   2.8
li1                -                 -     2822                     -
==> cell usage in the layout, fill, tap and decap left out, drive strengths merged, types with 7 or more instances in the layout <==
cell type / count
a221oi: 21
o22ai: 9
nor2b: 10
nand3: 43
mux4: 19
mux2i: 9
a22o: 14
o21ai: 29
buf: 34
a21oi: 96
clkbuf: 12
inv: 15
nor3b: 7
a31oi: 13
nor3: 15
mux2: 21
dfrtp: 98
a22oi: 17
nand2: 76
clkdlybuf4s50: 97
a32oi: 10
and2: 11
nor2: 66
==> logic make-up after synthesis <==
| kind of cell | share of synthesized area [%] |
|---|---|
| AND-OR/OR-AND | 24.4 |
| buffers and inverters | 5.99 |
| flip-flops | 37.9 |
| multiplexers | 11.6 |
| AND/OR/NAND/NOR | 20.1 |
==> repair_timing <==
| action | CTS | global route |
|---|---|---|
| endpoints found under the setup margin | 1 | 6 |
| pin swaps | 0 | 0 |
| gates resized | 0 | 2 |
| setup buffers | 2 | 0 |
==> power groups by stage <==
stage,registers (W),clock network (W),logic [W]
finish,0.00143,0.000901,0.000755
global route,0.00144,0.000957,0.000823
CTS,0.00141,0.000915,0.000749
==> cell type report <==
cell class	count	area [µm²]	share of cell area [%]
tap	216	270	3.41
clock buffer	12	246	3.11
sequential	98	2460	31.0
timing repair buffer	131	1240	15.6
multi-input combinational	537	3640	45.9
clock inverter	4	26.3	0.331
inverter	14	52.6	0.662
Power is estimated from default activity; no workload was simulated.
