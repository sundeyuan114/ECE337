$ cat flow/constraint.sdc
current_design apb_slave

set clk_period 1.8
set clk_io_pct 0.2

create_clock -name clk0 -period $clk_period [get_ports {clk}]

set non_clock_inputs [all_inputs -no_clocks]
set_input_delay [expr $clk_period * $clk_io_pct] -clock clk0 $non_clock_inputs
set_output_delay [expr $clk_period * $clk_io_pct] -clock clk0 [all_outputs]
$ cat flow/config.mk
export PLATFORM = sky130hd
export DESIGN_NAME = apb_slave
export DESIGN_NICKNAME = apb_slave
export VERILOG_FILES = /design/flow/design.v
export SDC_FILE = /design/flow/constraint.sdc
export NUM_CORES = 4
export LEC_CHECK = 1
export CORE_UTILIZATION = 30
$ cat flow/design.v
module apb_slave (
    input logic clk,
    input logic n_rst,
    input logic [7:0] rx_data,
    input logic data_ready,
    input logic overrun_error,
    input logic framing_error,
    input logic psel,
    input logic [2:0] paddr,
    input logic penable,
    input logic pwrite,
    input logic [7:0] pwdata,
    output logic data_read,
    output logic [7:0] prdata,
    output logic pslverr,
    output logic [3:0] data_size,
    output logic [13:0] bit_period
);
logic [7:0] next_prdata;
logic [7:0] real_rx_data;
logic [7:0] next_data_read;
logic [7:0] bit_period_7_0;
logic [7:0] next_bit_period_7_0;
logic [7:0] bit_period_13_8;
logic [7:0] next_bit_period_13_8;
logic [7:0] temp_data_size;
logic [7:0] next_temp_data_size;
logic [2:0] write_select;
logic [2:0] read_select;
logic [7:0] input_error;
always_ff @( posedge clk, negedge n_rst ) begin : prdata_reg
    if (!n_rst) begin
        prdata = '0;
    end
    else begin
        prdata = next_prdata;
    end
end
always_ff @( posedge clk, negedge n_rst ) begin : rx_data_reg_block
    if (!n_rst) begin
        real_rx_data = '0;
    end
    else begin
        real_rx_data = rx_data;
    end
end
always_ff @( posedge clk, negedge n_rst ) begin : data_read_reg_block
    if (!n_rst) begin
        data_read = '0;
    end
    else begin
        data_read = next_data_read;
    end
end
always_ff @( posedge clk, negedge n_rst ) begin : bit_period_7_0_block
    if (!n_rst) begin
        bit_period_7_0 = '0;
    end
    else begin
        bit_period_7_0 = next_bit_period_7_0;
    end
end
always_ff @( posedge clk, negedge n_rst ) begin : bit_period_13_8_block
    if (!n_rst) begin
        bit_period_13_8 = '0;
    end
    else begin
        bit_period_13_8 = next_bit_period_13_8;
    end
end
always_ff @( posedge clk, negedge n_rst ) begin : data_size_reg_block
    if (!n_rst) begin
        temp_data_size = '0;
    end
    else begin
        temp_data_size = next_temp_data_size;
    end
end
always_comb begin : error
    if (overrun_error) begin
        input_error = 8'd2;
    end
    else if (framing_error) begin
        input_error = 8'd1;
    end
    else begin
        input_error = 8'd0;
    end
end
always_comb begin: prdata_mux
    next_data_read = 0;
    next_prdata = prdata;
    case(read_select)
        3'h0: next_prdata = {7'h0, data_ready};
        3'h1: next_prdata = input_error;
        3'h2: next_prdata = bit_period_7_0;
        3'h3: next_prdata = bit_period_13_8;
        3'h4: next_prdata = temp_data_size;
        3'h5: next_prdata = prdata;
        3'h6: begin 
            next_data_read = 1;
            next_prdata = real_rx_data;
        end
        default: next_prdata = 8'h0;
    endcase
end
always_comb begin : controlblock
    write_select = 3'd0;  
    pslverr = '0;
    read_select = 3'd5;
    if(pwrite) begin
        if (paddr != 3'd2 && paddr != 3'd3 && paddr != 3'd4) begin
            pslverr = '1;
        end
    end
    else begin
        if (paddr != 3'd0 && paddr != 3'd1 && paddr != 3'd2 && paddr != 3'd3 && paddr != 3'd4 && paddr != 3'd6) begin
            pslverr = '1;
        end
    end
    if (psel) begin
        if (penable & pwrite) begin 
            case(paddr)
                3'd2: write_select = 3'd1;
                3'd3: write_select = 3'd2;
                3'd4: write_select = 3'b100;  
            endcase
        end
        else if (!pwrite) begin
            read_select = paddr;
        end
    end
end
always_comb begin : writeblock
    next_bit_period_7_0 = bit_period_7_0;
    next_bit_period_13_8 = bit_period_13_8;
    next_temp_data_size = temp_data_size;
    case(write_select) 
        3'd1: next_bit_period_7_0 = pwdata;
        3'd2: next_bit_period_13_8 = pwdata;
        3'b100: next_temp_data_size = {4'b0, pwdata[3:0]};
    endcase
end
assign data_size = temp_data_size[3:0];
assign bit_period = {bit_period_13_8[5:0], bit_period_7_0[7:0]};
endmodule
$ cat flow/run.sh
#!/bin/bash
# OpenROAD 26Q1-2900-gdf79404cd8, Yosys 0.63+post, stock flow scripts
make -C /OpenROAD-flow-scripts/flow DESIGN_CONFIG=/design/flow/config.mk WORK_HOME=/design/flow/orfs finish
==> out/results.env <==
OUTCOME='finished clean'
CLOCKROOTBUFFER='clkbuf_8'
BUFFER_PORTS.INSERTED=54
FP.COREAREA_UM2=5205
WIRE_LENGTH_OF_THE_FIRST_GLOBAL_ROUTING_PASS_MM=6.589
FINALHOLDVIOLATIONS=0
ANTENNA_VIOLATING_NETS_POST_ROUTE=0
GP_ROUTABILITY_CONGESTION=0.8260
DIE_HEIGHT_UM=76.06
PATH_CLK_SLEW_NS=0.08
DIE-AREA_UM2=5784
YS_CHIP_AREA_UM2=1645
SETUP_VIOLATIONS_FINAL=0
PLACE.DETAILED.HPWL_MM=3.064
CHAIN_OF_CELLS_FORMING_THE_CRITICAL_PATH='clkdlybuf4s15_1, xnor2_1, nand2_1, nand2_1, clkdlybuf4s50_1'
YS_CELLS=121
ANTENNA-DIODE-COUNT=0
POST_SYNTH_INSTANCE_AREA_UM2=1645
WORST_EP_REQUIRED_TIME_NS=1.44
FIN_WORST_SKEW_NS=0.006582
DIE_W_UM=76.06
WORSTSKEWPAIRLATENCY_NS=0.29
ARRIVAL_TIME_WORST_ENDPOINT_NS=1.33
CRIT_PATH_FREQUENT_CELL='nand2_1'
YOSYS_WARNINGS=1
POWER_LEAKAGE_nW=1.139
NUMBER_OF_H_TREE_BRANCHING_LEVELS=2
CLOCK_TREE_FROM_TRITONCTS='yes'
FINAL.HOLD.WORST_SLACK_NS=0.01493
NUMBER_OF_INSTANCES_IN_THE_PLACED_DESIGN=263
POWER-PER-CELL-AREA_nW_PER_UM2=877.0
LOG.WARNING_COUNT=25
FMAX_MHz=592.3
ROUTED-VIA-COUNT=1242
FINAL_LAYOUT_SIZE_SUFFIX_GT1_SHARE_PCT=32.34
SYNTH.TOP_CELL.AREA_SHARE_PCT=56.27
AREA_DELTA_SYNTH_FINAL_PCT=54.14
POST_LAYOUT_NONFILLER_INSTANCES=271
PIN_COUNT_OF_THE_BIGGEST_NET_ENTERING_GLOBAL_ROUTING=20
CLOCK_SINKS=37
LAY_TOP_COUNT='clkdlybuf4s50_1'
IRDROPWORSTVDD_V=0.0003847
VIA_COUNT_OF_THE_FIRST_GLOBAL_ROUTING_PASS=1320
SYNTH.LARGEST_AREA_CELL='dfrtp_1'
DRT_FIRST_ITER_VIOLATIONS=40
LAYOUT_TOP_CELLS_EXCL_FILL_TAP='clkdlybuf4s50_1 (48), dfrtp_1 (37), buf_4 (25)'
WORST_SETUP_PATH_END_KIND='output port'
WL_PER_CELL_UM=14.52
TNS_NS=0
SYNTH_CELLS=121
UNREPAIRED_SETUP_ENDPOINTS_AFTER_GLOBAL_ROUTING='no'
FINALWORSTPATHREQUIREDPERIOD_NS=1.688
CRITICAL_PATH.SLOWEST_CELL='clkdlybuf4s50_1'
SEQ_AREA_FRAC_SYNTH_PCT=56.27
DR.PASS1.ITERS=4
WORSTMARGINPINSLEW_NS=0.4629
FINAL_DESIGN_INSTANCE_AREA_WITHOUT_FILL_UM2=2536
VIASPERCELL=4.583
GRT_OVERFLOW=0
POWER_CONSUMPTION_mW=2.224
SETUP_CRIT_PATH_KIND='in2out'
MAX_SLEW_MARGIN_PCT=69.14
DRT_DRC_VIOLATIONS_LEFT=0
PIN_COUNT=55
HP-CLASS='in2async'
GRT_ANTENNA_BEFORE_REPAIR=0
TIMING.CRITICAL_PATH.FROM_TYPE='primary input'
CTS_MADE_BUFFERS=5
POST_SYNTH_MAIN_AREA_CONTRIBUTORS='dfrtp_1 (56%), mux2_2 (14%), a22oi_1 (4.6%)'
FIN_CRIT_SH_PCT=93.79
MAX_SLEW_VIOLATION_COUNT=0
GRT.TOTAL_USAGE_PCT=15.02
SYNTH.FF_LATCH_COUNT=37
CRIT_PATH_MAX_FANOUT=4
MAXCAPVIOLATIONS=0
YOSYSUNIQUECELLTYPES=28
SETUP_SLACK_NS=0.1117
DP_WORST_SETUP_SLACK_NS=-0.2794
INITCOREUTIL_PCT=31.61
DETAIL_ROUTE.WIRELENGTH_MM=3.935
FINISH.UTILIZATION_PCT=48.73
FLOORPLAN.ROWS=26
WORST_REG_TO_REG_CELLS=3
MEAN_CELL_AREA_OF_THE_MAPPED_NETLIST_UM2=13.60
CLOCK_TREE_BUFFER_DEPTH=2
CRITPATHMAXSTAGEDELAY_NS=0.45
DPL-INSTANCE-AREA_UM2=2422
==> worst max-delay path, delay by kind of cell <==
kind	cells	cell delay (ns)
simple gates	2	0.13
buf+inv	2	0.68
xor+xnor	1	0.15
==> per-layer routing <==
metal / wire, µm / GRT usage, % / vias up
met1: 1831 / 22.22 / 595
met2: 1796 / 23.18 / 46
li1: - / - / 599
met3: 294 / 5.109 / 2
met5: 0 / 0 / -
met4: 13 / 1.154 / 0
==> worst paths after layout <==
kind	from	end	slack, ns
worst min-delay path	n_rst	real_rx_data[7]	0.01
max in group asynchronous	n_rst	bit_period_13_8[2]	1.33
worst max register to register	bit_period_13_8[0]	prdata[0]	0.73
worst min register to register	real_rx_data[6]	prdata[6]	0.49
worst max-delay path	paddr[1]	pslverr	0.11
min in group clk0	real_rx_data[6]	prdata[6]	0.49
==> synthesized netlist by cell type (all sizes together) <==
| library cell | instances |
|---|---|
| nand3 | 3 |
| xnor2 | 1 |
| nand3b | 3 |
| a22oi | 10 |
| dfrtp | 37 |
| nand2b | 1 |
| nor4 | 2 |
| nand2 | 11 |
| nor4bb | 1 |
| or4b | 1 |
| clkbuf | 1 |
| a21oi | 1 |
| nor2 | 4 |
| a2bb2oi | 2 |
| mux2i | 5 |
| a32oi | 1 |
| buf | 8 |
| a222oi | 1 |
| inv | 1 |
| nor3 | 2 |
| nor2b | 1 |
| mux2 | 20 |
| o21ai | 4 |
==> area by class of cell <==
class | instances | area [µm²]
Tap cell | 70 | 87.58
Clock inverter | 3 | 43.79
Inverter | 1 | 3.754
Multi-Input combinational cell | 74 | 648.1
Timing Repair Buffer | 81 | 758.2
Clock buffer | 5 | 68.82
Sequential cell | 37 | 925.9
Fill cell | 448 | 2669
==> kinds of logic (layout without fill, tap and decap cells) <==
| logic type | Yosys count | after routing | synth area share, % |
|---|---|---|---|
| AND/OR/NAND/NOR | 29 | 29 | 13.23 |
| multiplexers | 25 | 25 | 16.73 |
| AND-OR/OR-AND | 19 | 19 | 8.517 |
| buffers and inverters | 10 | 90 | 4.715 |
| XOR/XNOR | 1 | 1 | 0.5324 |
| flip-flops | 37 | 37 | 56.27 |
==> power by group <==
part           internal (mW)  switching (mW)
Combinational          0.350           0.125
Clock                  0.415           0.296
Sequential             0.952          0.0862
==> what timing repair did <==
action                                 CTS  global route
gates cloned                             0             0
setup endpoints to repair                1             3
resized                                  4             5
endpoints found under the hold margin    0             0
hold buffers                             0             0
buffers inserted                         0             0
pin swaps                                0             1
No activity file was given, so power comes from the tool's default toggle rates.
