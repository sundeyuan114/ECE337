<file path="flow/run.sh">
#!/bin/bash
# OpenROAD 26Q1-2900-gdf79404cd8, Yosys 0.63+post, stock flow scripts
make -C /OpenROAD-flow-scripts/flow DESIGN_CONFIG=/design/flow/config.mk WORK_HOME=/design/flow/orfs finish
</file>
<file path="flow/config.mk">
export PLATFORM = sky130hd
export DESIGN_NAME = controller
export DESIGN_NICKNAME = controller
export VERILOG_FILES = /design/flow/design.v
export SDC_FILE = /design/flow/constraint.sdc
export NUM_CORES = 4
export LEC_CHECK = 1
export CORE_AREA = 10 10 100 100
export DIE_AREA = 0 0 110 110
</file>
<file path="flow/constraint.sdc">
current_design controller

set clk_period 5.0
set clk_io_pct 0.2

create_clock -name clk0 -period $clk_period [get_ports {clk}]

set non_clock_inputs [all_inputs -no_clocks]
set_input_delay [expr $clk_period * $clk_io_pct] -clock clk0 $non_clock_inputs
set_output_delay [expr $clk_period * $clk_io_pct] -clock clk0 [all_outputs]
</file>
<file path="flow/design.v">
module controller(
    input logic clk,
    input logic n_rst,
    input logic dr,
    input logic lc,
    input logic overflow,
    output logic cnt_up,
    output logic clear,
    output logic modwait,
    output logic [2:0] op,
    output logic [3:0] src1,
    output logic [3:0] src2,
    output logic [3:0] dest,
    output logic err
);
    localparam NOP = 3'b000;
    localparam COPY = 3'b001;
    localparam LOAD1 = 3'b010;
    localparam LOAD2 = 3'b011;
    localparam ADD = 3'b100;
    localparam SUB = 3'b101;
    localparam MUL = 3'b110;
    typedef enum logic [4:0] { IDLE, load_c1, wait1, 
                                     load_c2, wait2,
                                     load_c3, wait3,
                                     load_c4, 
                store, zero, sort1, sort2, sort3, sort4,
                mul1, add1, mul2, sub1, mul3, add2, mul4, sub2, eidle
                } stateType;  
    logic next_modwait;
    stateType  state;
    stateType  next_state;
always_ff @( posedge clk, negedge n_rst ) begin : flipflop
    if(n_rst == 0) begin
        state <= IDLE;
        modwait <= 0;
    end
    else begin
        state <= next_state;
        modwait <= next_modwait;
    end
end
always_comb begin : next_state_logic
    next_state = state;
    next_modwait = 0;
    case(state)
        IDLE: begin        
            if (lc) begin 
                next_modwait = 1;
                next_state = load_c1;
            end
            else if (dr) begin
                next_modwait = 1;
                next_state = store;
            end
        end
        load_c1: begin                       
            next_state = wait1;
        end
        wait1: begin
            if (lc) begin
                next_state = load_c2;   
                next_modwait = 1;
            end
        end
        load_c2: begin                       
            next_state = wait2;
        end
        wait2: begin
            if (lc) begin
                next_state = load_c3;
                next_modwait = 1;
            end
        end
        load_c3: begin                       
            next_state = wait3;
        end
        wait3: begin
            if (lc) begin
                next_state = load_c4;
                next_modwait = 1;
            end
        end
        load_c4: begin                       
            next_state = IDLE;
        end
        store: begin
            next_state = (!dr) ? eidle : zero; 
            next_modwait = (!dr) ? 0 : 1; 
        end
        zero : begin
            next_state = sort1; 
            next_modwait = 1; 
        end
        sort1: begin
            next_state = sort2;
            next_modwait = 1; 
        end
        sort2: begin
            next_state = sort3;
            next_modwait = 1; 
        end
        sort3: begin 
            next_state = sort4;
            next_modwait = 1;
        end
        sort4: begin 
            next_state = mul1;
            next_modwait = 1;
        end
        mul1 : begin
            next_state = overflow ? eidle : add1;
            next_modwait = overflow ? 0 : 1;
        end
        add1 : begin 
            next_state = overflow ? eidle : mul2;
            next_modwait = overflow ? 0 : 1;
        end
        mul2 : begin
            next_state = overflow ? eidle : sub1;
            next_modwait = overflow ? 0 : 1;
        end
        sub1 : begin
            next_state = overflow ? eidle : mul3;
            next_modwait = overflow ? 0 : 1;
        end
        mul3 : begin
            next_state = overflow ? eidle : add2;
            next_modwait = overflow ? 0 : 1;
        end
        add2 : begin
            next_state = overflow ? eidle : mul4;
            next_modwait = overflow ? 0 : 1;
        end
        mul4 : begin
            next_state = overflow ? eidle : sub2;
            next_modwait = overflow ? 0 : 1;
        end
        sub2 : begin 
            next_state = overflow ? eidle : IDLE;
            next_modwait = 0;  
        end
        eidle: begin
            if (lc) begin
                next_state = load_c1;
                next_modwait = 1;
            end
            else if (dr) begin
                next_state = store;
                next_modwait = 1;
            end
        end
    endcase    
end
logic [3:0] temp;
assign cnt_up = temp[3];
assign clear = temp[2];
assign err = temp[0];
always_comb begin
    temp = '0;
    op = NOP;
    src1 = '0;
    src2 = '0;
    dest = '0;
    case(state)
        load_c1: begin
            op = LOAD2;
            dest = 4'd4;
            temp = 4'b0110;
        end
        load_c2: begin
            op = LOAD2;
            dest = 4'd5;
            temp = 4'b0110;
        end
        load_c3: begin
            op = LOAD2;
            dest = 4'd7;
            temp = 4'b0110;
        end
        load_c4: begin
            op = LOAD2;
            dest = 4'd8;
            temp = 4'b0110;
        end
        store  : begin         
            op = LOAD1;
            dest = 4'd3;
            temp = 4'b1010;
        end
        zero   : begin
            src1 = 4'd1;
            src2 = 4'd1;
            dest = 4'd0;
            op = SUB;
            temp = 4'b0010;
        end
        sort1   : begin
            src1 = 4'd2;
            dest = 4'd1;
            op = COPY;
            temp = 4'b0010;
        end
        sort2   : begin
            src1 = 4'd9;
            dest = 4'd2;
            op = COPY;
            temp = 4'b0010;
        end
        sort3   : begin
            src1 = 4'd10;
            dest = 4'd9;
            op = COPY;
            temp = 4'b0010;
        end
        sort4   : begin
            src1 = 4'd3;
            dest = 4'd10;
            op = COPY;
            temp = 4'b0010;
        end
        mul1   : begin
            src1 = 4'd1;
            src2 = 4'd4;
            dest = 4'd6;
            op = MUL;
            temp = 4'b0010;
        end
        add1   : begin
            src1 = 4'd0;
            src2 = 4'd6;
            dest = 4'd0;
            op = ADD;
            temp = 4'b0010;
        end
        mul2   : begin
            src1 = 4'd2;
            src2 = 4'd5;
            dest = 4'd6;
            op = MUL;
            temp = 4'b0010;
        end
        sub1   : begin
            src1 = 4'd0;
            src2 = 4'd6;
            dest = 4'd0;
            op = SUB;
            temp = 4'b0010;
        end
        mul3   : begin
            src1 = 4'd7;
            src2 = 4'd9;
            dest = 4'd6;
            op = MUL;
            temp = 4'b0010;
        end
        add2   : begin
            src1 = 4'd0;
            src2 = 4'd6;
            dest = 4'd0;
            op = ADD;
            temp = 4'b0010;
        end
        mul4   : begin
            src1 = 4'd8;
            src2 = 4'd10;
            dest = 4'd6;
            op = MUL;
            temp = 4'b0010;
        end
        sub2   : begin
            src1 = 4'd0;
            src2 = 4'd6;
            dest = 4'd0;
            op = SUB;
            temp = 4'b0010;
        end
        eidle   : begin
            temp = 4'b0001;
        end
    endcase
end 
endmodule
</file>
==> summary.txt <==
Implementation run completed; key figures follow.

Place:
- The run puts the cell total after placement at 266.
- The run gives the number of buffers inserted by port buffering as 23.
- The run puts the half-perimeter wire length after placement at 2770 µm.
- The run gives the routability congestion estimate as 0.886.
- The run gives the placed instance area as 0.00143 mm².
- Timing analysis after detailed placement gives a worst setup slack of between 1.5 and 2 ns.

Outcome:
- The flow ran to the end, and the final reports show no timing, DRC or antenna violations.

Final timing:
- The run puts the worst max-slew margin expressed relative to the limit at 64.5%.
- The last timing report of the flow puts the setup violation total at 0.
- The run puts the maximum clock frequency at 0.283 GHz.
- In the final run the clock tree shows a worst skew of ~0.00094 ns.
- Setup repair after global routing left no endpoint under its margin.
- The run gives the number of pins exceeding their max-slew limit in the final report as 0.
- The final critical path takes up 70.6% of the cycle.
- For reference, the final report shows the hold violation count at 0.
- The smallest clock period supported by the final layout is computed as 3.53 ns.
- The run gives the accumulated negative setup slack as 0 ns.
- The transition time recorded at the tightest slew-check pin is between 0.5 and 0.6 ns.
- Once routing completed, OpenROAD measured the worst setup slack at 1.47 ns.

Clock network:
- Per the CTS log, the root buffer master is clkbuf_8.
- The run gives the total clock buffers created by CTS as 3.
- TritonCTS built the clock tree.
- The run puts the number of instances resized during post-cts repair at 0.
- The run puts the maximum number of buffers from clock root to sink at 2.
- Clock latency on the worst-skew pair, taken at its later pin, is 0.22 ns.
- The run gives the clock sink count as 6.
- The run puts the number of setup buffers added after CTS at 0.
- In this run the number of H-tree levels came out at 1.
- The run gives the clock transition at the register clock pins on the worst setup and hold paths after CTS as around 0.030 ns.
- For this design, the CTS-stage hold fixing added 0 buffers.

Global route:
- The run gives the wire length of the first global-routing pass as between 6000 and 7000 µm.
- The run gives the total grt overflow as 0.
- The run puts the number of antenna violations at the first check in global routing at 0.
- Entering global routing, the biggest net connects 43 pins.
- Summed over all routing layers, the global router reports a total usage of 6.17%.
- The via count of the first global-routing pass is roughly 1200.

Drt:
- The run gives the average routed wire per standard cell as 13.6 µm.
- Antenna repair during routing inserted a diode count of 0.
- The run gives the number of nets still failing antenna checks after routing as 0.
- The run puts the first-pass iteration count of the detailed router at 4.
- The run gives the detail-routed via count per cell as 4.54.
- The run puts the total detailed-routing wirelength at 3650 µm.
- The run gives the violation tally from detailed-route iteration zero as 197.
- The run gives the via count as roughly 1200.
- The DRC violation total left in the routed layout is recorded as 0.

Flow run:
- The run gives the number of violations of the max-capacitance limit as 0.
- The run puts the number of logged tool warnings at 29.

Worst hold path:
- The run gives the worst hold path cell count as 1.
- Hold analysis lists the worst path endpoint as state[0].
- STA lists the startpoint of the worst hold path as state[0].
- In this run the worst hold path is classified as reg -> reg.

Floorplan:
- The run gives the number of cell rows as 32.
- The run puts the fraction of the core area occupied by cells at floorplan at 14.3%.
- The run gives the top-level I/O count as 24.
- The run gives the horizontal die dimension as ~110 µm.
- The run puts the core box area at ~0.008 mm².
- The run gives the die outline area as roughly 0.012 mm².
- The run puts the height of the chip at 110 µm.

Synth:
- The synthesized netlist occupies a cell area of around 0.0011 mm².
- For this run the top cell type by instance count after synthesis was nand2_1.
- The run gives the most instantiated flip-flop cell in the synthesis netlist as dfrtp_1.
- The run gives the area fraction of the dominant cell type after synthesis as 13.5%.
- Yosys reports that the most numerous cell types are nand2_1 (15), o21ai_0 (14), nor2_1 (13).
- The run puts the total of warnings raised by yosys at 1.
- The run gives the count of unique library cells instantiated by Yosys as 50.
- Counting flops with a built-in enable in the synthesized netlist gives 0.
- The run gives the synthesized flop and latch total as 6.
- Per the post-synthesis stats, the area per cell is 7.38 µm².
- The run puts the yosys stat chip area at 0.00111 mm².
- The cell type that accounts for the most area after synthesis is dfrtp_1.
- The run gives the fraction of registers with async set or reset after synthesis as 100%.
- The run puts the proportion of synthesized chip area in sequential cells at 13.5%.
- In the synthesized netlist, the number of instances is 151.
- Per the Yosys statistics, synthesis produced 151 cells.
- By area the synthesized netlist is led by dfrtp_1 (13%), o21ai_0 (6.3%), ha_1 (5.6%).

Finish:
- In the final layout, the fill cell count is 858.
- The run gives the total non-filler cell area in the finished layout as 0.00147 mm².
- The run puts the layout-stage area growth over the synthesis result at 31.7%.
- After the flow finishes, the layout carries non-filler instances totaling 269.
- The layout summary lists the proportion of cells stronger than drive strength 1 as under 10%.

Power and ir drop:
- VDD sags by at most 0.136 mV.
- Total power normalized to cell area comes to 738 mW/mm².
- The run puts the static leakage power at 0.549 nW.
- The run gives the total power draw as 1.08 mW.

Worst setup path:
- The run puts the data arrival at the endpoint of the critical path at ~2.5 ns.
- The run gives the worst-case reg-to-reg path depth as 7.
- The run puts the highest net fanout along the worst path at 15.
- According to the timing report, the data required time at the worst endpoint equals 4.00 ns.
- The worst setup path is launched from a flop.
- The run puts the reg2reg setup slack at 2.42 ns.
- The run gives the startpoint of the worst register-to-register path as state[0].
- For the worst reg-to-reg path, the endpoint reported by OpenROAD is state[1].
- The run gives the element type at the critical path end as an output port.
- The run gives the critical path class as reg -> out.
-- worst max path at each step --
| stage | startpoint | end | slack (ns) |
|---|---|---|---|
| CTS | state[0] | dest[0] | 1.46 |
| global route | state[0] | op[1] | 1.25 |
| finish | state[0] | op[1] | 1.47 |
-- stage by stage --
step	util (%)	hold WS, ns
floorplan	-	0.608
global placement	18.3	0.676
detailed placement	18.3	0.701
CTS	18.8	0.709
global route	18.8	0.755
finish	18.8	0.713
-- placed cells by master, fill, tap and decap left out, types with 2 or more instances in the layout --
cell type        netlist  routed
a211oi_1               3       3
a21o_1                 2       2
a21oi_1                8       8
a22o_1                 4       4
a22oi_1                3       3
a2bb2oi_1              2       2
and2b_1                3       3
buf_4                  2       3
clkbuf_8               0       3
clkdlybuf4s50_1        0      23
dfrtp_1                6       6
ha_1                   5       5
inv_1                  3       3
mux2i_1                3       3
nand2_1               15      15
nand2b_1               6       6
nand3_1                2       2
nand3b_1               3       3
nand4_1                2       2
nor2_1                13      13
nor2b_1                4       4
nor3_1                 3       3
o21ai_0               14      14
o221a_2                2       2
o22ai_1                6       6
o32ai_1                2       2
xor2_1                 2       2
-- layout make-up --
class / instances / area, µm² / area share, %
clock buffers: 3 / 41.3 / 2.81
inverters: 3 / 11.3 / 0.767
multi-input cells: 129 / 885 / 60.3
flip-flops and latches: 6 / 150 / 10.2
well taps: 102 / 128 / 8.70
repair buffers: 26 / 253 / 17.2
-- cell families (layout without fill, tap and decap cells) --
logic type / after synthesis / in the layout / synth area share (%)
DFF: 6 / 6 / 13.5
and+or+nand+nor: 59 / 59 / 28.4
adders and majority gates: 5 / 5 / 5.61
xor gates and xnor gates: 3 / 3 / 2.36
AOI/OAI and AO/OA: 59 / 59 / 40.3
muxes: 3 / 3 / 2.69
buffers and inverters: 16 / 32 / 7.18
-- sequential cells by signal, indices dropped and copies added, names as in the netlist --
signal	cells
state	5
modwait	1
-- metal layers --
layer	track usage (%)	vias to the layer above	part of all wire, %
li1	-	600	-
met1	8.30	564	44
met2	10.2	52	48
met3	0.999	4	6.7
met4	1.21	0	1.5
met5	0	-	0
-- power by group --
part | switching (mW) | internal [mW] | total (mW)
clock network | 0.0195 | 0.0516 | 0.0711
logic | 0.474 | 0.439 | 0.913
registers | 0.0224 | 0.0760 | 0.0984
total | 0.515 | 0.567 | 1.08
-- worst max-delay path: stages (launching register included) --
cell,delay (ns)
dfrtp_1,0.47
inv_1,0.21
ha_1,0.53
nand2_1,0.22
nand3_1,0.14
o21ai_0,0.09
o22ai_1,0.15
clkdlybuf4s50_1,0.49
Power is estimated from default activity; no workload was simulated.
